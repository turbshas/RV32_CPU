==> flow/design.v <==
package branch_compare_pkg;
typedef enum logic[1:0] {
    BRANCH_COND_EQ = 2'b00,
    BRANCH_COND_NE = 2'b01,
    BRANCH_COND_LT = 2'b10,
    BRANCH_COND_GE = 2'b11
} branch_cond_t;
typedef struct packed {
    logic unsigned_cmp;
    branch_cond_t branch_cond;
} branch_compare_params_t;
endpackage
package exec_unit_pkg;
typedef enum logic {
    OP1_SEL_REG = 1'b0,
    OP1_SEL_PC = 1'b1
} op1_select_t;
typedef enum logic {
    OP2_SEL_REG = 1'b0,
    OP2_SEL_IMM = 1'b1
} op2_select_t;
typedef enum logic[3:0] {
    EXEC_OP_ADD         = 4'b0000,
    EXEC_OP_SUB         = 4'b1000,
    EXEC_OP_SLL_SLLI1   = 4'b0001,
    EXEC_OP_SLL_SLLI2   = 4'b1001,
    EXEC_OP_SLT_SLTI1   = 4'b0010,
    EXEC_OP_SLT_SLTI2   = 4'b1010,
    EXEC_OP_SLTU_SLTIU1 = 4'b0011,
    EXEC_OP_SLTU_SLTIU2 = 4'b1011,
    EXEC_OP_XOR1        = 4'b0100,
    EXEC_OP_XOR2        = 4'b1100,
    EXEC_OP_SRL_SRLI    = 4'b0101,  
    EXEC_OP_SRA_SRAI    = 4'b1101,  
    EXEC_OP_OR1         = 4'b0110,
    EXEC_OP_OR2         = 4'b1110,
    EXEC_OP_AND1        = 4'b0111,
    EXEC_OP_AND2        = 4'b1111
} exec_op_t;
typedef struct packed {
    op1_select_t operand1_sel;
    op2_select_t operand2_sel;
    exec_op_t exec_op;
} exec_unit_params;
endpackage
package fence_pkg;
typedef enum logic[3:0] {
    FENCE_FM_NONE = 4'b0000,
    FENCE_FM_TSO = 4'b1000
} fence_fm_t;
typedef struct packed {
    logic device_input;
    logic device_output;
    logic reads;
    logic writes;
} fence_access_ordering;
endpackage
package imm_gen_pkg;
typedef enum logic[2:0] {
    IMM_I = 3'b000,
    IMM_S = 3'b001,
    IMM_B = 3'b010,
    IMM_U = 3'b011,
    IMM_J = 3'b100,
    IMM_C = 3'b101,
    IMM_RSV = 3'b110,
    IMM_NONE = 3'b111
} imm_type_t;
endpackage
package mem_pkg;
typedef enum logic {
    MEM_OP_WRITE = 1'b0,
    MEM_OP_READ = 1'b1
} mem_op_t;
typedef enum logic[1:0] {
    MEM_ACCESS_BYTE = 2'b00,
    MEM_ACCESS_HALF = 2'b01,
    MEM_ACCESS_WORD = 2'b10,
    MEM_ACCESS_RSVD = 2'b11
} mem_access_size_t;
typedef struct packed {
    logic read_unsigned;
    mem_access_size_t access_size;
    mem_op_t op;
} mem_params_t;
endpackage
package write_back_pkg;
typedef enum logic[1:0] {
    WRITE_BACK_SEL_MEM  = 2'b00,
    WRITE_BACK_SEL_ALU  = 2'b01,
    WRITE_BACK_SEL_PC   = 2'b10,
    WRITE_BACK_SEL_RSVD = 2'b11
} write_back_select_t;
endpackage
module decode_M
(
    input wire[31:0] instr,
    input wire[31:0] W_stage_instr,
    output reg mem_r_w,
    output reg[1:0] mem_access_size,
    output reg mem_load_unsigned,
    output reg mem_write_sel,
    output reg[1:0] reg_store_sel
);
reg[4:0] opcode;  
reg[2:0] funct3;
reg[4:0] instr_rs2;
always @(*) begin
    opcode = instr[6:2];
    funct3 = instr[14:12];
    instr_rs2 = instr[24:20];
end
reg [4:0] W_opcode, W_rd;
reg W_no_rd;
always @(*) begin
    W_opcode = W_stage_instr[6:2];
    W_rd = W_stage_instr[11:7];
    W_no_rd = (W_opcode == 5'b01000) || (W_opcode == 5'b11000) || (W_rd == 5'b00000);
    if ((!W_no_rd) && (instr_rs2 == W_rd))
        mem_write_sel = 1'b1;  
    else
        mem_write_sel = 1'b0;  
end
always @(*) begin
    case (opcode)
        5'b01000: mem_r_w = 0;  
        default: mem_r_w = 1;
    endcase
end
always @(*) begin
    case (opcode)
        5'b00000, 5'b01000: mem_access_size = funct3[1:0];
        default: mem_access_size = 0;
    endcase
end
always @(*) begin
    case (opcode)
        5'b00000, 5'b01000: mem_load_unsigned = funct3[2];
        default: mem_load_unsigned = 0;
    endcase
end
always @(*) begin
    case (opcode)
        5'b00000: reg_store_sel = 0;  
        5'b11011, 5'b11001: reg_store_sel = 2;  
        default: reg_store_sel = 1;  
    endcase
end
endmodule
==> flow/run.sh <==
#!/bin/bash
# OpenROAD 26Q1-2900-gdf79404cd8, Yosys 0.63+post, stock flow scripts
make -C /OpenROAD-flow-scripts/flow DESIGN_CONFIG=/design/flow/config.mk WORK_HOME=/design/flow/orfs finish
==> flow/config.mk <==
export PLATFORM = sky130hd
export DESIGN_NAME = decode_M
export DESIGN_NICKNAME = decode_M
export VERILOG_FILES = /design/flow/design.v
export SDC_FILE = /design/flow/constraint.sdc
export NUM_CORES = 4
export LEC_CHECK = 1
export CORE_AREA = 10 10 70 70
export DIE_AREA = 0 0 80 80
==> flow/constraint.sdc <==
current_design decode_M

set clk_period 2.3
set clk_io_pct 0.2

create_clock -name clk0 -period $clk_period

set non_clock_inputs [all_inputs -no_clocks]
set_input_delay [expr $clk_period * $clk_io_pct] -clock clk0 $non_clock_inputs
set_output_delay [expr $clk_period * $clk_io_pct] -clock clk0 [all_outputs]
==> notes.md <==
Physical design

The flow ran to the end, and the final reports show no timing, DRC or antenna violations. The total count of max-transition violations in the final report stands at 0. The arrival time at the worst endpoint stands at 1.70 ns.

At the floorplan stage, the core utilization is reported as 3.96%. STA classifies the critical path startpoint as an input pin. The count of warnings emitted by yosys stands at 1.

The pin count of the biggest net entering global routing stands at 6. The via count of the first global-routing pass is 327. The post-CTS setup buffer count stands at 0. The worst slew slack as a fraction of its limit stands at 76.8%. The detailed router's first-iteration violation count stands at 8. The clock period minus worst slack stands at 2.16 ns. As logged by OpenROAD, the buffers inserted on ports number 29.

In this run the critical path is formed by clkdlybuf4s50_1 > inv_1 > nor3_2 > clkdlybuf4s50_1. The area fraction in full adders, half adders and majority gates stands at 0%. The count of cells in the finished layout, fillers not included, comes to 94. The max-capacitance violation count stands at 0. The number of buffers and inverters on the critical path stands at 3.

The row count stands at 21. The clock tree buffer count of the final layout stands at 0. The number of vias after detailed routing stands at 265. Among the non-sequential cells, simple AND/OR/NAND/NOR gates take the most area. The multiplexer fraction of the synthesized cell area stands at 0%.

The OpenROAD warning count stands at 74. The power report puts the leakage power at 0.000170 uW. The weighted congestion at the end of routability-driven global placement stands at 0.643. According to the hold report, the worst path is of the input pin to output port type. The largest individual stage delay along the critical path comes from the cell sky130_fd_sc_hd__clkdlybuf4s50_1. According to the floorplan report, the total die area is 6400 sq um. The first global-routing pass estimated 1.38 mm of wire. The number of vias per cell stands at 2.82.

Sequential cells placed in the final layout were counted as 0. The hold buffer count at cts stands at 0. The chip area from the yosys synthesis statistics stands at 135 sq um. The data required time reported for the critical path is 1.84 ns. The final hold slack stands at 1.61 ns.

The layout summary lists the proportion of cells stronger than drive strength 1 as 6.25%. In this run the layout overhead on the synthesized area is reported as 262%. The number of fill cells in the layout stands at 398.

The cell count after synthesis came out at 19. Static timing analysis puts the maximum clock frequency at 464 MHz. Summing the areas of all xor and xnor instances in the mapped netlist gives 25.9% of the synthesized area. The number of placed cells counting well taps stands at 94. The worst supply voltage drop on vdd stands at 26.1 uV. Broken down by cell family, the worst path's largest delay share belongs to buffers and inverters.

The post-route clock period utilization stands at 93.7%. The power density of the placed cells stands at 121 nW/um^2. Of the post-synthesis cell area, the dominant cell type holds 25.9%. Before antenna repair, the detailed router went through 2 iterations. For reference, simple AND, OR, NAND and NOR cells occupy 55.6% of the area reported after synthesis. The biggest area contributor in the post-synthesis netlist is sky130_fd_sc_hd__xnor2_1.

The area used by sequential logic in the layout stands at 0 sq um. For reference, the final report shows the hold violation count at 0. In the Yosys stats the netlist draws on 12 distinct library cells. The die height stands at 80 um.

The transition time recorded at the tightest slew-check pin is 0.344 ns. Ranked by total cell area, the synthesized netlist is headed by sky130_fd_sc_hd__xnor2_1 (26%), sky130_fd_sc_hd__nor4_4 (16%), sky130_fd_sc_hd__and2_1 (14%). The total routed wirelength stands at 908 um.

During I/O placement, the number of pins put on the boundary was 71. The synthesized netlist occupies a cell area of 135 sq um. By instance count after routing, the leading logic cell type is sky130_fd_sc_hd__clkdlybuf4s50_1. The wire length per cell after detailed routing stands at 9.66 um. In this run the remaining antenna-violating nets after routing total 0. The average footprint of a synthesized cell stands at 7.11 sq um. The share of synthesized cell area in and-or and or-and compound cells stands at 15.7%. Setup repair after global routing left no endpoint under its margin. STA classifies the critical path endpoint as an output port. The number of antenna violations at the first check in global routing stands at 0. By instance count, the cell type seen most on the critical path is sky130_fd_sc_hd__clkdlybuf4s50_1.

For this design, Yosys synthesis ends with a cell count of 19. For this run, the script counts the antenna cells in the layout as 0. In this run the standard cell core region covers 3420 sq um. The final routed DRC violation total stands at 0. By instance count after routing, the leading logic cell types are sky130_fd_sc_hd__clkdlybuf4s50_1 (23), sky130_fd_sc_hd__dlygate4sd2_1 (5), sky130_fd_sc_hd__xnor2_1 (4), sky130_fd_sc_hd__nand2_1 (3), sky130_fd_sc_hd__and2_1 (3). Setup violations remaining at the end of the flow were counted as 0. The largest single stage delay on the critical path is 0.51 ns. The global route total overflow stands at 0. Looking at the setup timing report, the critical path kind is input pin to output port. The x dimension of the die stands at 80 um. The largest fanout on the critical path stands at 2. The combined global-route utilization of all metal layers stands at 2.59%.

The proportion of synthesized chip area in sequential cells stands at 0%.
## layer usage
layer	part of all wire, %	up-vias	track usage [%]
met5	0	-	0
met4	0	0	0
met3	15	0	1.70
met2	41	20	4.01
met1	43	117	3.10
li1	-	128	-
## worst paths after layout
| check | slack, ns | from | end | cells past startpoint |
|---|---|---|---|---|
| worst min-delay path | 1.61 | instr[2] | reg_store_sel[1] | 4 |
| worst max-delay path | 0.14 | instr[5] | reg_store_sel[1] | 4 |
## cell type report
cell class	instances	area [sq um]	share of cell area, %
multi-input combinational	18	141	28.9
timing repair buffer	29	287	58.6
tap	46	57.6	11.8
inverter	1	3.75	0.767
## metrics by stage
stage / setup slack (ns) / setup TNS, ns / util (%) / instance area (sq um) / total power, uW
2_1_floorplan: 0.945 / 0 / - / 135 / 11.8
3_3_place_gp: -0.0841 / -0.240 / 14.1 / 483 / 60.4
3_5_place_dp: -0.122 / -0.309 / 14.1 / 483 / 61.6
4_1_cts: 0.0407 / 0 / 14.1 / 482 / 59.8
5_1_grt: 0.0533 / 0 / 14.3 / 489 / 64.2
6_report: 0.144 / 0 / 14.3 / 489 / 59.3
## power breakdown
part | total [uW] | leakage, uW | internal (uW) | switching (uW)
clock network | 0 | 0 | 0 | 0
logic | 59.3 | 0.000170 | 42.3 | 16.9
registers | 0 | 0 | 0 | 0
## cells by family after synthesis
| family | count (synthesis) |
|---|---|
| and+or+nand+nor | 11 |
| xor gates and xnor gates | 4 |
| AOI/OAI and AO/OA | 3 |
| buffers and inverters | 1 |
## repair_timing
item / 4_1_cts / 5_1_grt
pin swaps: 2 / 2
resized: 6 / 2
setup endpoints to repair: 4 / 4
## cell usage after synthesis
| library cell | count |
|---|---|
| sky130_fd_sc_hd__a211oi_1 | 1 |
| sky130_fd_sc_hd__a21oi_1 | 1 |
| sky130_fd_sc_hd__and2_1 | 3 |
| sky130_fd_sc_hd__inv_1 | 1 |
| sky130_fd_sc_hd__nand2_1 | 3 |
| sky130_fd_sc_hd__nand4_1 | 1 |
| sky130_fd_sc_hd__nor2_1 | 1 |
| sky130_fd_sc_hd__nor3_1 | 1 |
| sky130_fd_sc_hd__nor4_4 | 1 |
| sky130_fd_sc_hd__nor4b_1 | 1 |
| sky130_fd_sc_hd__o41ai_1 | 1 |
| sky130_fd_sc_hd__xnor2_1 | 4 |
Power figures rest on the tool's default switching activity, not on a simulated workload.
