==> design/flow/design.v <==
package branch_compare_pkg;
typedef enum logic[1:0] {
    BRANCH_COND_EQ = 2'b00,
    BRANCH_COND_NE = 2'b01,
    BRANCH_COND_LT = 2'b10,
    BRANCH_COND_GE = 2'b11
} branch_cond_t;
typedef struct packed {
    logic unsigned_cmp;
    branch_cond_t branch_cond;
} branch_compare_params_t;
endpackage
package exec_unit_pkg;
typedef enum logic {
    OP1_SEL_REG = 1'b0,
    OP1_SEL_PC = 1'b1
} op1_select_t;
typedef enum logic {
    OP2_SEL_REG = 1'b0,
    OP2_SEL_IMM = 1'b1
} op2_select_t;
typedef enum logic[3:0] {
    EXEC_OP_ADD         = 4'b0000,
    EXEC_OP_SUB         = 4'b1000,
    EXEC_OP_SLL_SLLI1   = 4'b0001,
    EXEC_OP_SLL_SLLI2   = 4'b1001,
    EXEC_OP_SLT_SLTI1   = 4'b0010,
    EXEC_OP_SLT_SLTI2   = 4'b1010,
    EXEC_OP_SLTU_SLTIU1 = 4'b0011,
    EXEC_OP_SLTU_SLTIU2 = 4'b1011,
    EXEC_OP_XOR1        = 4'b0100,
    EXEC_OP_XOR2        = 4'b1100,
    EXEC_OP_SRL_SRLI    = 4'b0101,  
    EXEC_OP_SRA_SRAI    = 4'b1101,  
    EXEC_OP_OR1         = 4'b0110,
    EXEC_OP_OR2         = 4'b1110,
    EXEC_OP_AND1        = 4'b0111,
    EXEC_OP_AND2        = 4'b1111
} exec_op_t;
typedef struct packed {
    op1_select_t operand1_sel;
    op2_select_t operand2_sel;
    exec_op_t exec_op;
} exec_unit_params;
endpackage
package fence_pkg;
typedef enum logic[3:0] {
    FENCE_FM_NONE = 4'b0000,
    FENCE_FM_TSO = 4'b1000
} fence_fm_t;
typedef struct packed {
    logic device_input;
    logic device_output;
    logic reads;
    logic writes;
} fence_access_ordering;
endpackage
package imm_gen_pkg;
typedef enum logic[2:0] {
    IMM_I = 3'b000,
    IMM_S = 3'b001,
    IMM_B = 3'b010,
    IMM_U = 3'b011,
    IMM_J = 3'b100,
    IMM_C = 3'b101,
    IMM_RSV = 3'b110,
    IMM_NONE = 3'b111
} imm_type_t;
endpackage
package mem_pkg;
typedef enum logic {
    MEM_OP_WRITE = 1'b0,
    MEM_OP_READ = 1'b1
} mem_op_t;
typedef enum logic[1:0] {
    MEM_ACCESS_BYTE = 2'b00,
    MEM_ACCESS_HALF = 2'b01,
    MEM_ACCESS_WORD = 2'b10,
    MEM_ACCESS_RSVD = 2'b11
} mem_access_size_t;
typedef struct packed {
    logic read_unsigned;
    mem_access_size_t access_size;
    mem_op_t op;
} mem_params_t;
endpackage
package write_back_pkg;
typedef enum logic[1:0] {
    WRITE_BACK_SEL_MEM  = 2'b00,
    WRITE_BACK_SEL_ALU  = 2'b01,
    WRITE_BACK_SEL_PC   = 2'b10,
    WRITE_BACK_SEL_RSVD = 2'b11
} write_back_select_t;
endpackage
module decode_X
(
    input wire[31:0] instr,
    input wire branch_cmp_eq,
    input wire branch_cmp_lt,
    input wire[31:0] M_stage_instr,
    input wire[31:0] W_stage_instr,
    output reg[3:0] exec_op,
    output reg[1:0] rs1_source,
    output reg[1:0] rs2_source,
    output reg operand1_sel,
    output reg operand2_sel,
    output reg dmem_in_sel,
    output reg pc_input_sel,
    output reg flush_F_D,
    output reg branch_cmp_unsigned
);
reg[4:0] opcode;  
reg[2:0] funct3;
reg[6:0] funct7;
reg [4:0] instr_rs1, instr_rs2;
always @(*) begin
    opcode = instr[6:2];
    funct3 = instr[14:12];
    funct7 = instr[31:25];
    case (opcode)
        5'b01101: instr_rs1 = 5'b00000;
        default: instr_rs1 = instr[19:15];
    endcase
    instr_rs2 = instr[24:20];
end
always @(*) begin
    branch_cmp_unsigned = funct3[1];
end
always @(*) begin
    case (opcode)
        5'b11000:
          begin
            case ({funct3[2],funct3[0]})
                2'b00: pc_input_sel = branch_cmp_eq;  
                2'b01: pc_input_sel = !(branch_cmp_eq);  
                2'b11: pc_input_sel = !(branch_cmp_lt);  
                2'b10: pc_input_sel = branch_cmp_lt;  
            endcase  
          end
        5'b11001, 5'b11011: pc_input_sel = 1;  
        default: pc_input_sel = 0;  
    endcase  
end
always @(*) begin
    flush_F_D = pc_input_sel;
end
reg I_type_funct7;
always @(*) begin
    I_type_funct7 = (funct3 == 3'b101) & funct7[5];
    case (opcode)
        5'b01100: exec_op = {funct7[5], funct3};
        5'b00100: exec_op = {I_type_funct7, funct3};
        default: exec_op = 4'b0000;
    endcase
end
reg [4:0] M_opcode, M_rd;
reg [4:0] W_opcode, W_rd;
reg M_no_rd, W_no_rd;
always @(*) begin
    M_opcode = M_stage_instr[6:2];
    W_opcode = W_stage_instr[6:2];
    M_rd = M_stage_instr[11:7];
    W_rd = W_stage_instr[11:7];
    M_no_rd = (M_opcode == 5'b01000) || (M_opcode == 5'b11000);
    W_no_rd = (W_opcode == 5'b01000) || (W_opcode == 5'b11000);
    if (instr_rs1 == 5'b00000)
        rs1_source = 2'b00;  
    else begin
        if ((!M_no_rd) && (instr_rs1 == M_rd))
            rs1_source = 2'b10;
        else if ((!W_no_rd) && (instr_rs1 == W_rd))
            rs1_source = 2'b11;
        else
            rs1_source = 2'b00;
    end
    if (instr_rs2 == 5'b00000)
        rs2_source = 2'b00;  
    else begin
        if ((!M_no_rd) && (instr_rs2 == M_rd))
            rs2_source = 2'b10;
        else if ((!W_no_rd) && (instr_rs2 == W_rd))
            rs2_source = 2'b11;
        else
            rs2_source = 2'b00;
    end
end
always @(*) begin
    case (opcode)
        5'b01100:
        begin
            operand1_sel = 0;  
            operand2_sel = 0;  
        end
        5'b11000, 5'b11011 , 5'b00101 :
        begin
            operand1_sel = 1;  
            operand2_sel = 1;  
        end
        default:
        begin
            operand1_sel = 0;  
            operand2_sel = 1;  
        end
    endcase
end
always @(*) begin
    dmem_in_sel = rs2_source[0];
end
endmodule
==> design/flow/run.sh <==
#!/bin/bash
# OpenROAD 26Q1-2900-gdf79404cd8, Yosys 0.63+post, stock flow scripts
make -C /OpenROAD-flow-scripts/flow DESIGN_CONFIG=/design/flow/config.mk WORK_HOME=/design/flow/orfs finish
==> design/flow/config.mk <==
export PLATFORM = sky130hd
export DESIGN_NAME = decode_X
export DESIGN_NICKNAME = decode_X
export VERILOG_FILES = /design/flow/design.v
export SDC_FILE = /design/flow/constraint.sdc
export NUM_CORES = 4
export LEC_CHECK = 1
export CORE_AREA = 10 10 70 70
export DIE_AREA = 0 0 80 80
==> design/flow/constraint.sdc <==
current_design decode_X

set clk_period 2.4
set clk_io_pct 0.2

create_clock -name clk0 -period $clk_period

set non_clock_inputs [all_inputs -no_clocks]
set_input_delay [expr $clk_period * $clk_io_pct] -clock clk0 $non_clock_inputs
set_output_delay [expr $clk_period * $clk_io_pct] -clock clk0 [all_outputs]
==> impl_metrics.toml <==
# generated from flow reports
[placement]
place_inst = 198
place_area_mm2 = 0.00129
dpl.hpwl_mm = 2.33
io_buffers = 53
gp_congestion = 0.879

[logic_synthesis]
synth.avg_cell_area_um2 = 7.04
ys_seq_share_pct = 0
top_area_share_pct = 14.5
synth-warning-count = 1
synthTopCellsByArea = "xor2_1 (15%), xnor2_1 (9.7%), nand3_1 (4.6%)"
yosys-stat-cells = 77
synth_cell_types = 33
yosysTopAreaCell = "xor2_1"
synth_area_um2 = 542
synthCells = 77
ys_chip_area_um2 = 542

[grt]
grt-ovfl-total = 0
grt_max_degree = 7
antenna_found_initial = 0
track_usage_pct = 7.85
grt_pass1_wl_mm = 4.23
grt_pass1_vias = 884

[critical_path]
crit_chain = "dlygate4sd2_1 -> buf_4 -> xor2_1 -> nor4_1 -> nand3_1 -> nor3b_2 -> buf_2"
critPathSlowestCell = "nor4_1"
start_kind = "primary input"
cp_top_family = "simple AND/OR/NAND/NOR gates"
slowest_delay_ns = 0.30
path_max_fanout = 2
cp.arrival_ns = 1.83
worstSetupEndpointType = "output port"
worstPathRequired_ns = 1.92
crit_buf_inv = 3
criticalPathCategory = "in -> out"

[layout]
area_delta_synth_final_pct = 153
final_cell_mix = "buf_4 (26), dlygate4sd2_1 (18), dlymetal6s2s_1 (14), clkdlybuf4s50_1 (14), xor2_1 (9)"
stdcell_count = 199
clock_buffers = 0
nFillCells = 353
layout_top_cell = "buf_4"
drive_above_1_share_pct = 34.0
area.sequential_um2 = 0
final_area_mm2 = 0.00137
fin_util_pct = 40.1
seq_cell_count = 0

[detailed_routing]
drtAntennaViolNets = 0
avgRoutedWirePerCell_um = 13.6
via_per_inst = 4.30
drcViolationCount = 0
drt_iter0_markers = 56
totalWireLength_mm = 2.71
vias = 855
drt_pass1_iterations = 4
n_antenna_cell = 0

[die]
die_h_um = 80
initCoreUtil_pct = 15.9
core_area_mm2 = 0.00342
die_w_um = 80
rows = 21
die-area_mm2 = 0.00640
boundaryPins = 112

[hold_path]
min_path_type = "in -> out"
holdCritStartpoint = "M_stage_instr[9]"
hold_depth = 6
min_to = "rs2_source[1]"

[timing]
period_used_pct = 96.4
fmax_mhz = 432
hold_viol_final = 0
slew_viol_final = 0
setup_viol = 0
tightest_slew_ns = 0.311
period_needed_ns = 2.31
maxSlewHeadroom_pct = 79.3

[power_and_ir_drop]
irDropWorstVdd_mv = 0.0315
combPwrFrac_pct = 100.0
p_seq_share_pct = 0
pwr-share-clk_pct = 0
p_sw_w = 0.0000774
p_int_w = 0.000114
p_sw_share_pct = 40.3
p_per_area_mw_per_mm2 = 140
leakage_nw = 0.717

[clocking]
cts_hold_buf = 0

[run_status]
status = "finished clean"

[run]
stage_log_warnings = 91
cap_violations = 0
==> worst min-delay path: cells and delay by family <==
kind            cells  cell delay, ns
buf+inv             3            0.34
compound gates      1            0.06
simple gates        1            0.07
xor+xnor            1            0.07
==> metal layers <==
layer,vias to the layer above,GRT usage (%),share of wire [%]
met5,-,0,0
met4,0,0.704,1.0
met3,2,0.795,3.7
met2,19,14.9,55
met1,389,9.43,40
li1,445,-,-
==> cells in the mapped netlist <==
cell / n
a211oi_2: 1
a21boi_0: 1
a21o_1: 1
a21oi_1: 2
a22oi_1: 2
a31oi_1: 1
and2_1: 3
buf_4: 3
inv_1: 6
mux2i_1: 1
nand2_1: 5
nand3_1: 5
nand3b_1: 1
nand4_4: 1
nor2_1: 5
nor2_4: 1
nor3_1: 2
nor3b_1: 1
nor4_1: 4
nor4b_1: 2
o2111ai_1: 1
o2111ai_2: 1
o21ai_0: 1
o22ai_1: 3
o31a_1: 1
o31ai_1: 2
o31ai_2: 1
or2_1: 1
or3_1: 1
or4_1: 1
or4_4: 1
xnor2_1: 6
xor2_1: 9
==> power groups by stage <==
stage | logic [W] | clock network [W] | registers (W)
6_report | 0.000192 | 0 | 0
4_1_cts | 0.000189 | 0 | 0
5_1_grt | 0.000209 | 0 | 0
==> worst max path at each step <==
stage | startpoint | to | slack, ns | depth (start not counted)
after CTS | branch_cmp_lt | pc_input_sel | 0.01 | 6
after global routing | W_stage_instr[10] | rs1_source[0] | -0.02 | 7
final | W_stage_instr[11] | dmem_in_sel | 0.09 | 7
==> layout make-up <==
cell class,count,area (um^2),share of cell area [%]
inverters,6,22.5,1.64
well taps,46,57.6,4.20
multi-input cells,68,588,42.9
repair buffers,79,703,51.3
==> what timing repair did <==
action / CTS / global route
endpoints found under the setup margin: 12 / 6
gates resized: 47 / 25
buffers inserted: 1 / 0
pin swaps: 16 / 12
==> metrics by stage <==
stage	TNS, ns	hold WS, ns	setup WS (ns)	power, W
2_1_floorplan	0	0.975	0.564	0.0000561
5_1_grt	-0.0376	1.55	-0.0204	0.000209
6_report	0	1.50	0.0853	0.000192
4_1_cts	0	1.63	0.0126	0.000189
3_3_place_gp	-2.83	1.83	-0.473	0.000188
3_5_place_dp	-3.09	1.83	-0.500	0.000190
==> cells by family (layout without fill, tap and decap cells) <==
family | Yosys count | count (layout) | synth area share (%)
and+or+nand+nor | 34 | 34 | 39.3
AOI/OAI and AO/OA | 18 | 18 | 26.3
xor gates and xnor gates | 15 | 15 | 24.3
buffers and inverters | 9 | 85 | 8.31
muxes | 1 | 1 | 1.85
Power is estimated from default activity; no workload was simulated.
